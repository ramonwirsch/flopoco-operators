### design/flow/design.v
module ieee_to_flopoco_sp (
    input logic clk,
    input logic [31:0] X, 
    output logic [33:0] R
);
    logic [7:0] expX;
    logic [22:0] fracX;
    logic sX;
    logic expZero;
    logic expInfty;
    logic fracZero;
    logic reprSubNormal;
    logic [22:0] sfracX;
    logic [22:0] fracR;
    logic [7:0] expR;
    logic infinity;
    logic zero;
    logic NaN;
    logic [1:0] exnR;
    assign expX = X[30:23];
    assign fracX = X[22:0];
    assign sX = X[31];
    assign expZero = expX == '0;
    assign expInfty = expX == '1;
    assign fracZero = fracX == '0;
    assign reprSubNormal = fracX[22];
    assign sfracX =  ((expZero == 1) & (reprSubNormal == 1)) ? {fracX[21:0], 1'b0} : fracX; 
    assign fracR = sfracX;
    assign expR = expX;
    assign infinity = expInfty & fracZero; 
    assign zero = expZero & ~reprSubNormal;
    assign NaN = expInfty & ~fracZero;
    always_comb begin
        if (zero)
            exnR = 2'b00;
        else if (infinity)
            exnR = 2'b10;
        else if (NaN)
            exnR = 2'b11;
        else
            exnR = 2'b01;  
    end
    assign R = {exnR, sX, expR, fracR};
endmodule : ieee_to_flopoco_sp
### design/flow/run.sh
#!/bin/bash
# OpenROAD 26Q1-2900-gdf79404cd8, Yosys 0.63+post, stock flow scripts
make -C /OpenROAD-flow-scripts/flow DESIGN_CONFIG=/design/flow/config.mk WORK_HOME=/design/flow/orfs finish
### design/flow/constraint.sdc
current_design ieee_to_flopoco_sp

set clk_period 4.8
set clk_io_pct 0.2

create_clock -name clk0 -period $clk_period

set non_clock_inputs [all_inputs -no_clocks]
set_input_delay [expr $clk_period * $clk_io_pct] -clock clk0 $non_clock_inputs
set_output_delay [expr $clk_period * $clk_io_pct] -clock clk0 [all_outputs]
### design/flow/config.mk
export PLATFORM = sky130hd
export DESIGN_NAME = ieee_to_flopoco_sp
export DESIGN_NICKNAME = ieee_to_flopoco_sp
export VERILOG_FILES = /design/flow/design.v
export SDC_FILE = /design/flow/constraint.sdc
export NUM_CORES = 4
export LEC_CHECK = 1
export CORE_AREA = 10 10 70 70
export DIE_AREA = 0 0 80 80
==> job_summary.md <==
## Synthesis and layout report

| Metric | Value |
|---|---|
| Share of the core filled by cells before placement | `12.5%` |
| Number of slew-limit violations in the final report | `0` |
| Result of the run | `complete, no violations` |
| Total global routing track utilization | `6.51%` |
| Reported leakage power | `0.357 nW` |
| Crit start category | `input port` |
| Height of the die | `80 um` |
| Via count of the first global-routing pass | `683` |
| Hold-fix buffer count after cts | `0` |
| Number of antenna violations at the first check in global routing | `0` |
| Maximum Capacitance Violations | `0` |
| Slew Limit Headroom | `75.3%` |
| Wire length of the first global-routing pass | `3480 um` |
| Area of the die | `0.00640 mm^2` |
| Detailed-route wire length | `2130 um` |
| First-iteration detailed-routing DRC count | `11` |
| Tool warning count | `33` |
| Class of the most critical hold timing path | `in2out` |
| Share of layout cells above drive strength 1 | `21.2%` |
| Total power per unit cell area | `63.7 mW/mm^2` |
| Detailed-placement wirelength estimate | `1930 um` |
| Max frequency | `253 MHz` |
| Total global routing overflow | `0` |
| Yosys warnings | `1` |
| Detail Route Antenna Nets | `0` |
| Capturing element type of the critical path | `primary output` |
| CLK BUF | `0` |
| Post-synth seq share | `0%` |
| Setup Crit Path Kind | `in2out` |
| Top cell types by occurrence after synthesis | `sky130_fd_sc_hd__mux2_2 (21), sky130_fd_sc_hd__buf_4 (9), sky130_fd_sc_hd__nor4_1 (5)` |
| Sequential standard cell area | `0 um^2` |
| Most used standard cell by instance count after synthesis | `sky130_fd_sc_hd__mux2_2` |
| Synth-to-layout area growth | `147%` |
| Std cell rows | `21` |
| Post-route minimum period | `3.96 ns` |
| Yosys cell count | `50` |
| # IOs | `67` |
| GP Congestion | `0.798` |
| Core footprint | `0.00342 mm^2` |
| Number of buffers inserted to repair setup after CTS | `0` |
| Worst path arrival time | `3.00 ns` |
| Critical path data required time | `3.84 ns` |
| Setup violators final | `0` |
| Registers | `0` |
| Post-CTS Resized | `0` |
| Count of input and output buffers | `64` |
| Setup repair after global routing missed its margin | `no` |
| Synthesized chip area reported by yosys | `427 um^2` |
| Area fraction of the dominant cell type after synthesis | `55.4%` |
| Leading area contributor after synthesis | `sky130_fd_sc_hd__mux2_2` |
| Biggest area cells | `sky130_fd_sc_hd__mux2_2 (55%), sky130_fd_sc_hd__buf_4 (16%), sky130_fd_sc_hd__nor4_1 (7.3%), sky130_fd_sc_hd__or4_1 (5.3%), sky130_fd_sc_hd__nand4_1 (4.4%)` |
| Count of unresolved DRC violations after routing | `0` |
| Cell Area, Synth | `427 um^2` |
| Fin area | `0.00105 mm^2` |
| Distinct lib cells used | `13` |
| First-pass iteration count of the detailed router | `3` |
| Slew at the pin closest to its max-slew limit | `0.367 ns` |
| Synthesized netlist cell count | `50` |
| Worst-path fanout max | `3` |
| Part of the cycle the worst path needs | `82.4%` |
| Worst-case vdd ir drop | `0.0200 mV` |
| Pin count of the biggest net entering global routing | `23` |
| Antenna diodes | `0` |
| Total Negative Setup Slacks | `0 ns` |
| Avg Vias per Cell | `4.01` |
| Via total after detailed routing | `602` |
| Hold Violations, Final | `0` |
| Mean instance size in the synthesized netlist | `8.53 um^2` |
| Chip Width | `80 um` |
| Average wire per cell in the routed design | `14.2 um` |
| Placed standard-cell area | `0.00105 mm^2` |
## cells by family (layout without fill, tap and decap cells)
family / after synthesis / count (layout) / synth area share (%)
muxes: 21 / 21 / 55.4
AOI/OAI and AO/OA: 2 / 2 / 3.81
and+or+nand+nor: 16 / 16 / 22.6
buffers and inverters: 11 / 65 / 18.2
## critical path, cell delays in order
cell                              delay [ns]
sky130_fd_sc_hd__clkdlybuf4s50_1        0.43
sky130_fd_sc_hd__or4_1                  0.54
sky130_fd_sc_hd__or4_1                  0.48
sky130_fd_sc_hd__o22a_1                 0.18
sky130_fd_sc_hd__clkdlybuf4s50_1        0.41
## final timing paths
path              start     to  slack (ns)  cells after the start
setup / recovery  X[16]  R[32]        0.84                      5
hold / removal    X[31]  R[31]        1.92                      0
## layout make-up
| class | count | area (um^2) |
|---|---|---|
| timing repair buffer | 65 | 648 |
| multi-input combinational | 39 | 349 |
| fill | 365 | 2360 |
| tap | 46 | 57.6 |
## cell usage in the layout (no fill, tap or decap)
| master | n |
|---|---|
| sky130_fd_sc_hd__nand4_1 | 3 |
| sky130_fd_sc_hd__nand2_1 | 1 |
| sky130_fd_sc_hd__and2_1 | 1 |
| sky130_fd_sc_hd__nor2_1 | 1 |
| sky130_fd_sc_hd__buf_4 | 1 |
| sky130_fd_sc_hd__nand3_1 | 1 |
| sky130_fd_sc_hd__o22a_1 | 1 |
| sky130_fd_sc_hd__clkdlybuf4s50_1 | 64 |
| sky130_fd_sc_hd__or4_1 | 3 |
| sky130_fd_sc_hd__o21a_1 | 1 |
| sky130_fd_sc_hd__mux2_2 | 21 |
| sky130_fd_sc_hd__nor3_1 | 1 |
| sky130_fd_sc_hd__nor4_1 | 5 |
## layer usage
layer	up-vias	track usage, %	wire [um]
li1	303	-	-
met1	266	7.19	802
met5	-	0	0
met4	0	0	0
met3	0	3.86	340
met2	33	11.2	986
## stage by stage
stage	total power (W)	hold slack, ns	util (%)	cells	worst slack (ns)
2_1_floorplan	0.0000133	1.98	-	50	1.77
3_3_place_gp	0.0000683	1.92	30.9	150	0.827
4_1_cts	0.0000687	1.92	30.9	150	0.817
5_1_grt	0.0000735	1.92	30.9	150	0.705
3_5_place_dp	0.0000682	1.92	30.9	150	0.818
6_report	0.0000672	1.92	30.9	150	0.843
## power breakdown
part | switching [W] | internal, W
clock network | 0 | 0
logic | 0.0000153 | 0.0000519
registers | 0 | 0
total | 0.0000153 | 0.0000519
Power and IR drop assume default switching activity.
